--- design/flow/config.mk ---
export PLATFORM = sky130hd
export DESIGN_NAME = conect
export DESIGN_NICKNAME = conect
export VERILOG_FILES = /design/flow/design.v
export SDC_FILE = /design/flow/constraint.sdc
export NUM_CORES = 4
export LEC_CHECK = 1
export CORE_AREA = 10 10 70 70
export DIE_AREA = 0 0 80 80
export SYNTH_HDL_FRONTEND = slang
--- design/flow/constraint.sdc ---
current_design conect

set clk_period 6.0
set clk_io_pct 0.2

create_clock -name clk0 -period $clk_period

set non_clock_inputs [all_inputs -no_clocks]
set_input_delay [expr $clk_period * $clk_io_pct] -clock clk0 $non_clock_inputs
set_output_delay [expr $clk_period * $clk_io_pct] -clock clk0 [all_outputs]
--- design/flow/design.v ---
module sum(op1, op2, sum, aca);
    input [7:0] op1, op2;
    output reg [8:0] sum;
    output reg aca;
    always@*
        begin
            sum = op1 + op2;
            aca = sum[8];
        end
endmodule 
module desp(sum, aca, sel, s_out);
    input [7:0] sum;
    input aca;
    input [1:0] sel;
    output reg [8:0] s_out;
    always@(*)
        begin
            if (sel == 2'b00) begin
                s_out = {aca,sum};
            end
            if (sel == 2'b01) begin
               s_out = {aca,sum[7:1]}; 
            end
            if (sel == 2'b10) begin
               s_out = {aca,sum[7:2]};
            end
            if (sel == 2'b11) begin
               s_out = {5'bzzzzz,aca,sum[7:5]}; 
            end
        end
endmodule
module conect (op1, op2, sel, s_out);
    input [7:0] op1, op2;
    input [1:0] sel;
    output [8:0] s_out;
    wire [7:0] sum;
    wire aca;
    sum sum_ins(
        .op1(op1),
        .op2(op2),
        .sum(sum),
        .aca(aca)
    );
    desp desp_ins(
        .sum(sum),
        .aca(aca),
        .sel(sel),
        .s_out(s_out)
    );
endmodule
--- design/flow/run.sh ---
#!/bin/bash
# OpenROAD 26Q1-2900-gdf79404cd8, Yosys 0.63+post, stock flow scripts
make -C /OpenROAD-flow-scripts/flow DESIGN_CONFIG=/design/flow/config.mk WORK_HOME=/design/flow/orfs finish
==> impl_metrics.tcl <==
# metrics dict for downstream scripts
set metrics [dict create \
    grt_pass1_vias 639 \
    untimed_endpoints 9 \
    fin_util 0.295 \
    rows 21 \
    viasPerCell 4.16 \
    finalHoldViolCount 0 \
    syn_area_sq_um 658 \
    fin_tns_setup_ps 0 \
    async_reset_ff_frac 0 \
    setup_viol 0 \
    edf_count 0 \
    max_slew.worst_pin.slew_ps 581 \
    ys.warnings.count 0 \
    wl_per_cell_um 10.5 \
    common_cells "dlxtp_1 (9), a21oi_1 (8), ha_1 (8), nand2_1 (8)" \
    ir_drop_uv 34.5 \
    wl_mm 1.68 \
    dp_slack_ps 426 \
    ctsResizeCount 0 \
    yosys.cell_types.count 33 \
    largest_reg_flops 9 \
    path_buffers 2 \
    setup_ws_ps 435 \
    numSynthFlops 9 \
    worstPathArrival_ps 4360 \
    crit_start "op2[0]" \
    cpPeakStageDelay_ps 590 \
    cp_cell_sequence "clkdlybuf4s50_1 -> ha_1 -> fa_1 -> a21oi_1 -> o21ai_0 -> a2111oi_0 -> nor2b_1 -> o22ai_1 -> dlxtp_1 -> clkdlybuf4s50_1" \
    yosysMostFrequentCell "dlxtp_1" \
    flop_cell "dlxtp_1" \
    gp_congestion 0.809 \
    die-area_sq_um 6400 \
    synth_adder_area_share 0.183 \
    grt_pass1_wl_mm 2.73 \
    ys_sh_simple 0.127 \
    ys_sh_mux 0.0684 \
    drv_cap 0 \
    io_pins 27 \
    crit_end "s_out[6]" \
    grt_max_degree 11 \
    drive_gt1_frac 0.0354 \
    power.density_nw_per_um2 90.5 \
    drc 0 \
    cts_hold_buffers 0 \
    coreArea_sq_um 3420 \
    grt-ovfl-total 0 \
    cpMostUsedCell "clkdlybuf4s50_1" \
    unclocked_regs 9 \
    instances_no_fill 159 \
    n_antenna_cell 0 \
    vias 662 \
    syn_to_final_growth_pct 53.2 \
    ys_area_sq_um 658 \
    period_needed_ps 5560 \
    avgSynthCellArea_sq_um 8.23 \
    critPathMaxFanout 4 \
    critical_path_class "primary input to primary output" \
    die_x_um 80 \
    dp.cells 159 \
    status "finished, final reports clean" \
    logic_family "AND-OR/OR-AND gates" \
    xor_share 0.0798 \
    relSlewSlack 0.603 \
    path_delay_family "AND-OR/OR-AND gates" \
    track_usage 0.0507 \
    cts_setup_buffers 0 \
    cp_data_required_time_ps 4800 \
    post-route-period-util 0.927 \
    cp-start-kind "primary input" \
    antenna_found_initial 0 \
    fmax_mhz 180 \
    leakagePower_nw 0.409 \
    yosysTopAreaCell "dlxtp_1" \
    fillCellCount 373 \
    initial_core_util 0.193 \
    top_cells_by_area "dlxtp_1 (21%), ha_1 (15%), mux4_2 (6.8%), a21oi_1 (6.1%), xor2_1 (5.3%)" \
    slowest_stage "a2111oi_0" \
    drv_slew 0 \
    drtIter0Drc 58 \
    top_cell_area_share 0.205 \
    crit_cells 10 \
    tool_warnings 32 \
    rsz0062_at_grt "false" \
    antenna_left 0 \
    dp_hpwl_mm 1.48 \
    io_buffers 27 \
    endpoint_kind "primary output" \
    syn_inst 80 \
    die_h_um 80 \
    first_pass_iters 4 \
    aoi_share 0.302 \
    ys_cells 80 \
]
## kinds of logic after synthesis
logic type	count (synthesis)
AND-OR/OR-AND	29
multiplexers	2
AND/OR/NAND/NOR	19
XOR/XNOR	6
buffers and inverters	5
adder cells (fa/ha/maj)	9
latches	9
other	1
## cell type report
cell class / count / area, sq um / share of cell area
multi-input combinational: 74 / 534 / 0.530
timing repair buffer: 27 / 270 / 0.268
sequential: 9 / 135 / 0.134
tap: 46 / 57.6 / 0.0571
inverter: 3 / 11.3 / 0.0112
## report_power, final
part | switching, W | total [W] | internal [W]
clock network | 0 | 0 | 0
logic | 0.0000367 | 0.0000811 | 0.0000444
registers | 0.00000112 | 0.0000102 | 0.00000905
total | 0.0000378 | 0.0000913 | 0.0000535
## through the flow
step	area, sq um	total power (W)
floorplan	688	0.0000597
global placement	1010	0.0000908
detailed placement	1010	0.0000915
CTS	1010	0.0000922
global route	1010	0.000103
finish	1010	0.0000913
## per-layer routing
metal | routed length (um) | global-route usage | vias up
met5 | 0 | 0 | -
met4 | 0 | 0 | 0
met3 | 196 | 0.0182 | 0
met2 | 655 | 0.0738 | 26
met1 | 823 | 0.0740 | 278
li1 | - | - | 358
## cell usage in the layout (no fill, tap or decap), types with 2 or more instances in the layout
master           instances
clkdlybuf4s50_1         27
a31oi_1                  2
mux4_2                   2
xor2_1                   4
nor3_1                   2
clkinv_1                 2
conb_1                   9
o211ai_1                 3
a21oi_1                  8
nand3_1                  4
nand2_1                  8
xnor2_1                  2
ha_1                     8
o21ai_0                  3
dlxtp_1                  9
nor2_1                   3
Power and IR drop assume default switching activity.
